## design/flow/run.sh

```bash
#!/bin/bash
# OpenROAD 26Q1-2900-gdf79404cd8, Yosys 0.63+post, stock flow scripts
make -C /OpenROAD-flow-scripts/flow DESIGN_CONFIG=/design/flow/config.mk WORK_HOME=/design/flow/orfs finish
```

## design/flow/config.mk

```make
export PLATFORM = sky130hd
export DESIGN_NAME = counter_rollover
export DESIGN_NICKNAME = counter_rollover
export VERILOG_FILES = /design/flow/design.v
export SDC_FILE = /design/flow/constraint.sdc
export NUM_CORES = 4
export LEC_CHECK = 1
export CORE_AREA = 10 10 297 297
export DIE_AREA = 0 0 307 307
```

## design/flow/constraint.sdc

```tcl
current_design counter_rollover

set clk_period 23.3
set clk_io_pct 0.2

create_clock -name clk0 -period $clk_period [get_ports {CLK}]

set non_clock_inputs [all_inputs -no_clocks]
set_input_delay [expr $clk_period * $clk_io_pct] -clock clk0 $non_clock_inputs
set_output_delay [expr $clk_period * $clk_io_pct] -clock clk0 [all_outputs]
```

## design/flow/design.v

```verilog
module counter_rollover
#(parameter       W = 256,  
  parameter       N = 4)    
 (input  wire         CLK,
  input  wire         ENABLE,
  input  wire         LOAD,
  input  wire [W-1:0] DI,
  output wire [W-1:0] DO
  );
reg [(W/N)-1:0] cnt [N-1:0];
wire [N-1:0] tc;  
wire [N-1:0] ro;  
genvar k;
generate
  for (k=0;k<N;k=k+1) begin: gen_counter
    assign tc[k] = (k==0) ? 1'b1 : (tc[k-1] && (& cnt[k-1]));
    assign ro[k] = tc[k] & ENABLE;
    always @(posedge CLK) begin
      if (LOAD)
        cnt[k] <= DI[W/N*(k+1)-1:W/N*k];
      else if (ro[k])
        cnt[k] <= cnt[k] + 1;
    end
    assign DO[W/N*(k+1)-1:W/N*k] = cnt[k];
  end
endgenerate
endmodule
module counter_rollover2
#(parameter       W = 8,  
  parameter       N = 2)  
 (input  wire         CLK,
  input  wire         ENABLE,
  input  wire         LOAD,
  input  wire [W-1:0] DI,
  output wire [W-1:0] DO
  );
  reg [(W/2)-1:0] CounterMSB;
  reg [(W/2)-1:0] CounterLSB;
  wire TerminalCount = & CounterLSB;
  wire RollOver = TerminalCount & ENABLE;
  always @(posedge CLK)
  if (LOAD)
    CounterMSB <= DI[W-1:W/2];
  else if (RollOver)
    CounterMSB <= CounterMSB + 1;
  always @(posedge CLK)
  if (LOAD)
    CounterLSB <= DI[(W/2)-1:0];
  else if (ENABLE)
    CounterLSB <= CounterLSB + 1;
  assign DO = {CounterMSB,CounterLSB};
endmodule
```

==> impl_report.txt <==
RUN METRICS
----------------------------------------------------
[Status]
  Run status ........................ finished, final reports clean

[Final timing]
  Worst-margin pin slew ........................ 0.910 ns
  Clk_skew ........................ 0.0194 ns
  Sum Neg Setup Slack ........................ 0 ns
  Minimum clock period ........................ 7.07 ns
  Timing-limited maximum frequency ........................ 0.141 GHz
  Max-slew headroom at the worst pin ........................ 0.388
  Number of slew-limit violations in the final report ........................ 0
  Unrepaired setup endpoints after global routing ........................ no
  Period utilisation layout ........................ 0.303
  Final Hold Violating Endpoints ........................ 0
  Final number of setup-violating endpoints ........................ 0

[Setup path]
  Endpoint arrival time on the critical path ........................ 7.24 ns
  Worst-case register-to-register setup slack ........................ 18.81 ns
  Startpoint types ........................ input port
  CP max stage cell ........................ sky130_fd_sc_hd__a21o_2
  Largest stage delay on the critical path ........................ 0.72 ns
  CP Max Fanout ........................ 37
  R2R Path Start ........................ cnt[1][0]
  Count of cells along the worst register-to-register path ........................ 8
  Critical Path Sink Type ........................ flip-flop
  Crit path cell chain ........................ clkdlybuf4s50_1, nand3_1, or3_1, nor3_1, a21o_2, buf_4
  Kind of critical path ........................ input port to flip-flop
  Critical register-to-register path endpoint ........................ cnt[2][2]
  Worst endpoint required time ........................ 23.47 ns

[Global route]
  Antenna violations before repair ........................ 8
  Global Route met2 Usage ........................ 0.223
  Global routing usage summed across all routing layers ........................ 0.136
  Global routing's busiest layer ........................ met2
  Largest net degree at the start of global routing ........................ 110
  Number of global-route vias before repair ........................ 15,000
  Met3 track utilization from global routing ........................ 0.0435
  Fraction of met1 tracks used by global routing ........................ 0.177
  First-pass GRT wire length ........................ 97,000 um
  Total congestion overflow after global routing ........................ 0

[Final layout]
  Core utilization of the finished layout ........................ 0.287
  Count of fill cells added during filler insertion ........................ 8,514
  Number of cells in the finished layout apart from fillers ........................ 3,307
  Area taken by flip-flops and latches ........................ 0.00769 sq mm
  Area added between synthesis and finish ........................ 46.3%
  Final non-filler cell area ........................ 0.0235 sq mm
  Register with the highest flop count ........................ cnt
  Flip-flop count of the largest register after layout ........................ 256
  Multi-input combinational cell area ........................ 0.00786 sq mm
  Registers with the most flip-flops ........................ cnt x256
  Fraction of layout cells with a size suffix above 1 ........................ 0.0497

[Logic synthesis]
  Share of flip-flops with an asynchronous set or reset after synthesis ........................ 0
  Avg Cell Area, Syn ........................ 9.31 sq um
  Post-synth tally of flip-flops with integrated enable ........................ 256
  Distinct cells, synth ........................ 54
  Ys cells ........................ 1,723
  Cell count after synthesis ........................ 1,723
  Yosys reg bits ........................ 256
  Yosys-reported design area after synthesis ........................ 0.0160 sq mm
  Synthesis Warnings ........................ 2
  Synth Flop Type ........................ sky130_fd_sc_hd__edfxtp_1
  Post-synthesis sequential area ratio ........................ 0.479
  Netlist Area Pre-Place ........................ 0.0160 sq mm

[Min path]
  Depth of the worst hold-timing path ........................ 1
  Kind of path behind the tightest hold check ........................ flip-flop to flip-flop
  Startpoint of the most critical hold path ........................ cnt[3][0]
  End point of the most critical hold path ........................ cnt[3][0]

[Pwr]
  Portion of total power attributed to combinational logic ........................ 0.160
  Maximum vdd ir drop ........................ 0.0366 mV
  NetSw ........................ 354 uW
  Sw frac ........................ 0.259
  Cell Pwr Density ........................ 58.1 mW/mm^2
  Sequential fraction of design power ........................ 0.445
  Leakage power figure ........................ 7.49 nW
  Internal power summed over all cells ........................ 1.01 mW
  Clock group share of total power ........................ 0.395

[CTS]
  Number of setup buffers added after CTS ........................ 0
  Hold-fix buffer count after cts ........................ 0
  Inserted Clock Buffers ........................ 35
  CTS tree ........................ done
  Clock sink count ........................ 256
  Clock slew at the register clock pins of the worst setup and hold paths ........................ 0.06 ns
  Clock root buffer ........................ sky130_fd_sc_hd__clkbuf_16
  Clock latency of the later-clocked register in the worst-skew pair ........................ 0.54 ns
  CTS-repair resized insts ........................ 0
  Deepest level of the CTS H-tree ........................ 2
  Max Root-Sink Buffers ........................ 3

[Die]
  Area of the die ........................ 0.0942 sq mm
  Std-Cell Core Area ........................ 0.0818 sq mm
  Chip Width ........................ 307 um
  Starting density of the core ........................ 0.196
  Num ports ........................ 515
  Vertical die size ........................ 307 um
  # rows ........................ 105

[Drt]
  Count of routing violations after the opening detailed-route iteration ........................ 1,178
  Detailed Route WL ........................ 65,600 um
  Average wire per cell in the routed design ........................ 19.8 um
  Detail Route Antenna Nets ........................ 0
  First drt pass iteration count ........................ 5
  Post-detailed-route via-to-cell ratio ........................ 4.66
  DR vias ........................ 15,400
  Post-route DRC ........................ 0

[Place]
  PortBufs ........................ 514
  Weighted congestion at the end of routability-driven global placement ........................ 0.888
  Final HPWL DP ........................ 50,200 um
  Placed insts ........................ 3,242
  Post-DP Area ........................ 0.0223 sq mm

[Job]
  Warning total across the stage logs ........................ 28
  Max cap viols ........................ 0

----------------------------------------------------
worst max-delay path: cells and delay by family:
| kind | cells | cell delay (ns) |
|---|---|---|
| buf+inv | 2 | 1.08 |
| simple gates | 3 | 0.74 |
| compound gates | 1 | 0.72 |
stage by stage:
step                      hold slack [ns]  total power [mW]  worst slack (ns)
after global placement              0.654             0.836             15.67
after global routing                0.678              1.43             16.04
after CTS                           0.665              1.39             16.22
after floorplan                     0.581             0.676             13.18
final                               0.659              1.36             16.23
after detailed placement            0.652             0.836             15.61
synth_stat cells, drive strengths merged, types with 2 or more instances:
library cell | number | area, sq um
edfxtp | 256 | 7690
nand2 | 256 | 961
o21ai | 209 | 1050
nor2 | 113 | 424
nand4 | 108 | 682
nand3 | 102 | 515
clkbuf | 81 | 349
xor2 | 81 | 709
xnor2 | 79 | 692
a31oi | 77 | 482
or3 | 56 | 353
nor4 | 49 | 319
and3 | 42 | 265
or4 | 37 | 285
inv | 29 | 109
and4 | 27 | 239
nor3 | 27 | 135
o31ai | 25 | 188
mux2 | 12 | 135
and2 | 10 | 63.8
buf | 8 | 60.1
o31a | 6 | 53.8
ha | 4 | 50.1
nand4b | 4 | 35.0
nor2b | 4 | 25.0
mux2i | 3 | 30.0
nand2b | 3 | 18.8
a22oi | 2 | 15.0
a31o | 2 | 17.5
o211ai | 2 | 15.0
worst max path at each step:
stage | startpoint | end | slack, ns | cells after the start
global route | ENABLE | cnt[2][2] | 16.04 | 6
CTS | ENABLE | cnt[2][12] | 16.22 | 6
finish | ENABLE | cnt[2][2] | 16.23 | 6
layout make-up:
type                            instances  share of cell area
Multi-Input combinational cell       1348               0.335
Sequential cell                       256               0.328
Timing Repair Buffer                  538               0.227
Tap cell                             1070              0.0570
Clock buffer                           42              0.0403
Clock inverter                         19             0.00752
Inverter                               30             0.00501
Antenna cell                            4            0.000427
per-layer routing:
layer,share of wire,wire (um)
met1,0.41,26700
met5,0.00059,39
met2,0.48,31700
met4,0.025,1630
met3,0.085,5550
power by group through the flow:
stage	clock, mW	sequential [mW]	combinational, mW
4_1_cts	0.558	0.607	0.222
5_1_grt	0.573	0.615	0.239
6_report	0.538	0.607	0.218
logic make-up after synthesis:
family,count (synthesis),share of synthesized area
compound gates,328,0.116
xor+xnor,160,0.0874
fa+ha+maj,4,0.00312
buf+inv,119,0.0325
flops,256,0.479
mux,15,0.0103
simple gates,841,0.272
placed cells by master (no fill, tap or decap), drive strengths merged, types with 2 or more instances in the layout:
cell type and n:
and4 27, inv 31, bufinv 3, nor2 113, nor2b 4, nor4 49
o21ai 209, a22oi 2, nand2 256, mux2i 3, nand3 102, nor3 27
mux2 12, xor2 81, o31a 6, or3 56, diode 4, ha 4
o31ai 25, buf 25, edfxtp 256, clkinvlp 2, and2 10, clkinv 13
o211ai 2, nand4 108, or4 37, and3 42, nand4b 4, xnor2 79
nand2b 3, a31o 2, clkdlybuf4s50 513, a31oi 77, clkbuf 42
Power and IR drop assume default switching activity.
