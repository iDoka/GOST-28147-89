$ cat flow/run.sh
#!/bin/bash
# OpenROAD 26Q1-2900-gdf79404cd8, Yosys 0.63+post, stock flow scripts
make -C /OpenROAD-flow-scripts/flow DESIGN_CONFIG=/design/flow/config.mk WORK_HOME=/design/flow/orfs finish
$ cat flow/config.mk
export PLATFORM = sky130hd
export DESIGN_NAME = sbox_ram
export DESIGN_NICKNAME = sbox_ram
export VERILOG_FILES = /design/flow/design.v
export SDC_FILE = /design/flow/constraint.sdc
export NUM_CORES = 4
export LEC_CHECK = 1
export CORE_UTILIZATION = 30
$ cat flow/constraint.sdc
current_design sbox_ram

set clk_period 4.7
set clk_io_pct 0.2

create_clock -name clk0 -period $clk_period [get_ports {CLK}]

set non_clock_inputs [all_inputs -no_clocks]
set_input_delay [expr $clk_period * $clk_io_pct] -clock clk0 $non_clock_inputs
set_output_delay [expr $clk_period * $clk_io_pct] -clock clk0 [all_outputs]
$ cat flow/design.v
module ram16x4bit (
    input   wire       CLK,  
    input   wire       CEN,  
    input   wire       WEN,  
    input   wire [3:0] A,    
    input   wire [3:0] D,    
    output  reg  [3:0] Q     
);
reg [7:0] mem [3:0];
always @(posedge CLK)
  if (CEN & WEN)
    mem[A] <= D;
always @(posedge CLK)
  if (CEN & !WEN)
    Q <= mem[A];
endmodule
module sbox_ram (
    input   wire       CLK,  
    input   wire       CEN,  
    input   wire       WEN,  
    input   wire      INIT,  
    input   wire [31:0] SA,  
    input   wire  [3:0] CA,  
    input   wire [31:0] SI,  
    output  reg  [31:0] SO   
);
wire [3:0] AMUX [7:0];  
genvar i;
generate
  for (i = 0; i < 8; i = i + 1) begin: sbox_ram
    ram16x4bit
      sbox_ram_u0
       (.CLK(CLK          ),
        .CEN(CEN          ),
        .WEN(WEN          ),
        .A(  AMUX[i]      ),
        .D(  SI[i*4+3:i*4]),
        .Q(  SO[i*4+3:i*4])
        );
    assign AMUX[i] = INIT ? CA : SA[i*4+3:i*4];
  end
endgenerate
endmodule
==> flow_metrics.env <==
# yosys + openroad results
export IMPL_status="finished clean"
export IMPL_worst_setup_path_type="in2reg"
export IMPL_dpl_hpwl_um=7150
export IMPL_cts_root_buf="clkbuf_16"
export IMPL_fin_crit_ns=3.07
export IMPL_fin_ws_ns=1.63
export IMPL_cp_start_kind="input port"
export IMPL_fp_dieW_um=145
export IMPL_drtIter0Drc=61
export IMPL_n_fill_cell=1720
export IMPL_grt_pass1_vias=3086
export IMPL_grt_max_degree=25
export IMPL_post_route_period_util=0.654
export IMPL_die_h_um=145
export IMPL_max_slew_margin=0.487
export IMPL_yosys_area_sq_um=6130
export IMPL_grt_usage=0.114
export IMPL_yosys_stat_cells=249
export IMPL_yosysTopAreaCell="edfxtp_1"
export IMPL_die_area_sq_um=21000
export IMPL_wl_per_cell_um=17.2
export IMPL_n_antenna_cell=0
export IMPL_avgSynthCellArea_sq_um=24.6
export IMPL_arrival_ns=3.12
export IMPL_comb_area_sq_um=1280
export IMPL_ant_nets=0
export IMPL_setup_violations=0
export IMPL_synth_area_sq_um=6130
export IMPL_insertion_delay_ns=0.41
export IMPL_cp_required_ns=4.74
export IMPL_power_density_nw_per_um2=407
export IMPL_gp_congestion=0.756
export IMPL_async_reset_ff_frac=0
export IMPL_yosys_area_top_type_share=0.784
export IMPL_p_leak_nw=2.55
export IMPL_synth_cell_types=17
export IMPL_p_total_w=0.00321
export IMPL_cts_post_setup_buffers_inserted=0
export IMPL_crit_path_max_fanout=8
export IMPL_vias_per_cell=4.50
export IMPL_synth_seq_cells=160
export IMPL_drcViolationCount=0
export IMPL_register_area_sq_um=4800
export IMPL_cts_hold_buf=0
export IMPL_globalRouteOverflowTotal=0
export IMPL_io_buffers=85
export IMPL_fin_area_sq_um=7870
export IMPL_fp_util=0.311
export IMPL_finalHoldViolations=0
export IMPL_cts_sinks=160
export IMPL_clk_path_buf_depth=2
export IMPL_firstDrtPassIters=4
export IMPL_clk_transition_reported_paths_ns=0.06
export IMPL_tightest_slew_ns=0.768
export IMPL_coreArea_sq_um=19700
export IMPL_synth_top_flop_cell="edfxtp_1"
export IMPL_finalMaxSlewViolations=0
export IMPL_vias=2830
export IMPL_cts_resized=0
export IMPL_num_rows=51
export IMPL_cp_end_kind="flip-flop"
export IMPL_ir_drop_uv=225
export IMPL_post_place_ws_ns=1.07
export IMPL_grt_first_pass_wirelength_um=16500
export IMPL_yosysMostFrequentCell="edfxtp_1"
export IMPL_timing_fmax_mhz=325
export IMPL_holdCritPathClass="reg2reg"
export IMPL_netlist_top_cells_count="edfxtp_1, mux4_1, nor3b_1"
export IMPL_drive_gt1_frac=0.168
export IMPL_area_leaders="edfxtp_1, mux4_1, mux4_2, nor3b_1, mux2i_2"
export IMPL_rsz0062_at_grt="no"
export IMPL_edf_count=160
export IMPL_ys_seq_frac=0.784
export IMPL_warnings=43
export IMPL_tns_ns=0
export IMPL_synth_cells=249
export IMPL_antenna_found_initial=0
export IMPL_htree_levels=4
export IMPL_wl_um=10800
export IMPL_cts_made_buffers=17
export IMPL_tritoncts="done"
export IMPL_pin_count=104
export IMPL_final_util=0.399
export IMPL_ys_warn_count=10
export IMPL_post_dp_cell_area_sq_um=7290
export IMPL_areaGrowthSynthToFinish_pct=28.4
export IMPL_finClkSkew_ns=0.00760
export IMPL_cap_violations=0
==> cell type report <==
class | instances | area share
flip-flops and latches | 160 | 0.610
multi-input cells | 83 | 0.162
repair buffers | 89 | 0.111
clock buffers | 18 | 0.0545
well taps | 265 | 0.0421
clock inverters | 14 | 0.0197
==> power breakdown <==
group	switching, W	internal [W]	leakage (nW)
combinational	0.0000943	0.000122	0.815
clock	0.000552	0.000788	0.270
sequential	0.0000115	0.00164	1.46
total	0.000658	0.00255	2.55
==> registers in the layout, summed over array words and instances (netlist names) <==
register / cells
sbox_ram.sbox_ram_u0.Q: 32
sbox_ram.sbox_ram_u0.mem: 128
==> logic make-up (layout without fill, tap and decap cells) <==
group / after synthesis / after routing / synth area share
buffers and inverters: 6 / 121 / 0.00939
and+or+nand+nor: 35 / 35 / 0.0382
muxes: 48 / 48 / 0.169
DFF: 160 / 160 / 0.784
==> critical path: stages <==
cell and delay, ns:
clkdlybuf4s50_1 0.76, mux2i_1 0.71, nor3b_1 0.70
==> per-stage QoR <==
stage	hold WS (ns)	instances
CTS	0.616	629
floorplan	0.593	249
global placement	0.598	597
finish	0.616	629
detailed placement	0.604	597
global route	0.635	629
==> path summary, 6_finish.rpt <==
check / depth (start not counted) / slack [ns] / end / start
hold / removal: 1 / 0.62 / sbox_ram[1].sbox_ram_u0.Q[2] / sbox_ram[1].sbox_ram_u0.mem[0][2]
hold reg to reg: 1 / 0.62 / sbox_ram[1].sbox_ram_u0.Q[2] / sbox_ram[1].sbox_ram_u0.mem[0][2]
setup reg to reg: 1 / 3.57 / sbox_ram[1].sbox_ram_u0.Q[3] / sbox_ram[1].sbox_ram_u0.mem[2][3]
setup / recovery: 3 / 1.63 / sbox_ram[0].sbox_ram_u0.mem[1][1] / CA[1]
==> routing by layer <==
| metal | track usage | wire length, um |
|---|---|---|
| met4 | 0.0106 | 105 |
| met2 | 0.177 | 5210 |
| met1 | 0.150 | 4390 |
| met5 | 0 | 0 |
| met3 | 0.0660 | 1100 |
==> placed cells by master, fill, tap and decap left out, drive strengths merged, types with 4 or more instances in the layout <==
cell type / n
clkbuf: 18
mux4: 32
buf: 5
edfxtp: 160
clkdlybuf4s50: 84
nor3: 8
inv: 4
and3: 8
clkinvlp: 5
mux2i: 16
nor3b: 16
Power and IR drop assume default switching activity.
